==> design.v <==
module game_clock(
    input wire clk,
    input wire rst,
    input wire pause,
    output reg game_clk,
    input [3:0] score1,
    input [3:0] score2,
    input [3:0] score3,
    input [3:0] score4,
    input wire sw_inferno
    );
    reg [31:0] counter;
    reg [31:0] tmp;
    always @(*) begin
        if(rst) begin
            tmp = 25000000;
        end
        if(!sw_inferno) begin
            if((score1+score2*10+score3*100+score4*1000) < 10) begin
                tmp = 25000000;
            end
            else if((score1+score2*10+score3*100+score4*1000)>=10 && (score1+score2*10+score3*100+score4*1000)<20) begin
                tmp = 12500000;
            end
            else if((score1+score2*10+score3*100+score4*1000)>=20 && (score1+score2*10+score3*100+score4*1000)<30) begin
                tmp = 6250000;
            end
            else if((score1+score2*10+score3*100+score4*1000) >=30 && (score1+score2*10+score3*100+score4*1000)<40) begin
                tmp = 5000000;
            end
            else if((score1+score2*10+score3*100+score4*1000) >=40 && (score1+score2*10+score3*100+score4*1000)<50) begin
                tmp = 2500000;
            end
            else begin
                tmp = 1250000;
            end
        end
        else begin
            tmp = 3000000;
        end
    end
    always @ (posedge clk) begin
        if (!pause) begin
            if (rst) begin
                counter <= 0;
                game_clk <= 0;
            end else begin
                if (counter >= tmp) begin  
                    counter <= 0;
                    game_clk <= 1;
                end else begin
                    counter <= (counter + 1);
                    game_clk <= 0;
                end
            end
        end
    end
endmodule
==> run.sh <==
#!/bin/bash
# OpenROAD 26Q1-2900-gdf79404cd8, Yosys 0.63+post, stock flow scripts
make -C /OpenROAD-flow-scripts/flow DESIGN_CONFIG=/design/flow/config.mk WORK_HOME=/design/flow/orfs finish
==> config.mk <==
export PLATFORM = sky130hd
export DESIGN_NAME = game_clock
export DESIGN_NICKNAME = game_clock
export VERILOG_FILES = /design/flow/design.v
export SDC_FILE = /design/flow/constraint.sdc
export NUM_CORES = 4
export LEC_CHECK = 1
export CORE_UTILIZATION = 30
==> constraint.sdc <==
current_design game_clock

set clk_period 14.6
set clk_io_pct 0.2

create_clock -name clk0 -period $clk_period [get_ports {clk}]

set non_clock_inputs [all_inputs -no_clocks]
set_input_delay [expr $clk_period * $clk_io_pct] -clock clk0 $non_clock_inputs
set_output_delay [expr $clk_period * $clk_io_pct] -clock clk0 [all_outputs]
==> Flow_metrics.wiki <==
=== Physical design figures ===
{| class="wikitable"
! Metric !! Value
|-
| Status || completed
|-
| Global placer's final weighted congestion || just over 0.8
|-
| Number of antenna violations at the first check in global routing || 0
|-
| Worst ir drop on vdd || around 0.046 mV
|-
| Fmax || 96.43 MHz
|-
| FF/Latch Area || roughly 990 um^2
|-
| Antenna diode count || 0
|-
| Leakage power summed over all cells || approximately 2 nW
|-
| Mean instance size in the synthesized netlist || a little over 9 um^2
|-
| Number of nets still failing antenna checks after routing || 0
|-
| Setup repair bufs after CTS || 0
|-
| Max H-tree Level || 2
|-
| Data arrival at the endpoint of the critical path || 10380 ps
|-
| Library cell with the highest instance count after synthesis || sky130_fd_sc_hd__ha_1
|-
| Synthesis-to-layout area growth || 13.43%
|-
| Endpoints failing hold || 0
|-
| R2R Path Start || counter[13]$_SDFFCE_PP0N_
|-
| Count of instantiated cells in the yosys netlist || between 400 and 500
|-
| Number of setup violations in the final report || 0
|-
| Post-cts hold-fix buffer tally || 0
|-
| Number of buffers between clock root and the deepest sink || 2
|-
| Hold path startpoint || counter[0]$_SDFFCE_PP0N_
|-
| Synth Instances || roughly 450
|-
| Sinks on Clock Net || 33
|-
| Initial Utilization || 0.3106
|-
| Num ports || 21
|-
| Post-synthesis instance area || approximately 0.0041 mm^2
|-
| Largest clock skew in the final design || roughly 3.3 ps
|-
| Initial DRC count || around 180
|-
| Total DRC errors in the routed layout || 0
|-
| Vias in the first global route || 3005
|-
| Clock tree from TritonCTS || built
|-
| Sum of routed wire length over all layers || 7639 um
|-
| Worst rel slew slack || 0.5733
|-
| Post-synthesis cell type with the largest combined area || sky130_fd_sc_hd__edfxtp_1
|-
| Overflow left after global routing || 0
|-
| Global-route wire length before repair || 13270 um
|-
| Count of state elements after synthesis || 33
|-
| Most instantiated flip-flop cell in the synthesis netlist || sky130_fd_sc_hd__edfxtp_1
|-
| Detail-routed net length per standard cell || around 12 um
|-
| YS chip area || approximately 0.0041 mm^2
|-
| Footprint of the multi-input gates || 0.002969 mm^2
|-
| MaxCap Viol Count || 0
|-
| Post-place setup slack || 3963 ps
|-
| Setup repair after global routing missed its margin || false
|-
| Tool warning count || 34
|-
| Fin crit period || 10370 ps
|-
| Height of the chip || ~120 um
|-
| Area fraction of the dominant cell type after synthesis || 0.2390
|-
| Data required, critical path || between 10000 and 15000 ps
|-
| Number of stages on the worst hold path || 1
|-
| Fraction of the yosys area taken by sequential cells || 0.2390
|-
| Endpoint kind of the worst setup timing path || flip-flop
|-
| Worst Path Max Fanout || 27
|-
| Biggest area contributors in the synthesized netlist || sky130_fd_sc_hd__edfxtp_1, sky130_fd_sc_hd__ha_1, sky130_fd_sc_hd__fa_1
|-
| Warning count from the yosys run || 1
|-
| Number of distinct library cells after synthesis || around 50
|-
| Clock-pin transition on the worst setup and hold timing paths || about 50 ps
|-
| Fraction of final layout cells sized beyond drive strength 1 || 0.03347
|-
| Capturing point of the worst reg2reg path || counter[2]$_SDFFCE_PP0N_
|-
| Number of enable-type register cells in the synthesized netlist || 33
|-
| Placed wire-length estimate after detailed placement || about 6100 um
|-
| Type of the worst min-delay path || flip-flop to flip-flop
|-
| Buffer type at the clock tree root || sky130_fd_sc_hd__clkbuf_16
|-
| Worst Setup Slack, final || 4230 ps
|-
| Share of the cycle needed by the critical path after routing || 0.7103
|-
| Die Footprint || between 0.01 and 0.015 mm^2
|-
| Core outline area || roughly 0.013 mm^2
|-
| First drt pass iteration count || 4
|-
| Final Max-Slew Violation Tally || 0
|-
| Class of the most critical setup path || input port to flip-flop
|-
| Die outline width || roughly 120 um
|-
| Number of rows in the core area || between 40 and 50
|-
| Power Dens Cells || roughly 120 mW/mm^2
|-
| Count of cells along the worst register-to-register path || 9
|-
| Setup slack of the most critical reg-to-reg path || between 10000 and 15000 ps
|-
| Endpoint with the worst hold slack || counter[0]$_SDFFCE_PP0N_
|-
| Number of buffers inserted during clock tree synthesis || 5
|-
| Post-CTS resize count || 0
|-
| Maximum number of pins on one net before global-route repair || 34
|-
| Crit path launch type || input port
|-
| Number of I/O port buffers || 19
|-
| Number of filler instances in the final layout || 1310
|-
| Post-Route Setup TNS || 0 ps
|-
| Ys async rst share || 0
|-
| Cell types with the highest counts after synthesis || sky130_fd_sc_hd__ha_1, sky130_fd_sc_hd__inv_1, sky130_fd_sc_hd__nor3_1
|-
| Via count normalized by instance count || 4.850
|-
| Global-route total usage across every layer || 0.1133
|-
| Worst Max-Slew Pin Slew || around 630 ps
|-
| Total via count in the routed design || around 3200
|-
| Worst skew pair latency || 270 ps
|}
-- power breakdown --
group / switching [mW] / internal, mW
logic: 0.211 / 0.150
registers: 0.00332 / 0.109
clock network: 0.0349 / 0.0614
-- cell type report --
class | instances | area share
Sequential cell | 33 | 0.2107
Tap cell | 176 | 0.04682
Inverter | 46 | 0.03671
Multi-Input combinational cell | 369 | 0.6313
Clock buffer | 5 | 0.02660
Timing Repair Buffer | 22 | 0.04522
Clock inverter | 3 | 0.002660
-- logic make-up after synthesis --
| group | count (synthesis) | synth area share |
|---|---|---|
| XOR/XNOR | 36 | 0.07604 |
| multiplexers | 3 | 0.008448 |
| other | 1 | 0.0009044 |
| flip-flops | 33 | 0.2390 |
| adder cells (fa/ha/maj) | 92 | 0.3084 |
| AND/OR/NAND/NOR | 153 | 0.1928 |
| AND-OR/OR-AND | 79 | 0.1234 |
| buffers and inverters | 56 | 0.05100 |
-- worst max-delay path, cell delays in order --
cell and delay (ps):
sky130_fd_sc_hd__clkdlybuf4s50_1 570, sky130_fd_sc_hd__fa_1 630, sky130_fd_sc_hd__inv_1 100, sky130_fd_sc_hd__fa_1 510, sky130_fd_sc_hd__inv_1 40, sky130_fd_sc_hd__ha_1 330, sky130_fd_sc_hd__a21o_1 170, sky130_fd_sc_hd__a21oi_1 230
sky130_fd_sc_hd__xor2_1 170, sky130_fd_sc_hd__ha_1 250, sky130_fd_sc_hd__ha_1 300, sky130_fd_sc_hd__ha_1 370, sky130_fd_sc_hd__o21ai_0 130, sky130_fd_sc_hd__o21bai_1 220, sky130_fd_sc_hd__a31o_2 200, sky130_fd_sc_hd__nand3_1 60
sky130_fd_sc_hd__mux2_4 280, sky130_fd_sc_hd__or4_1 740, sky130_fd_sc_hd__or4_1 600, sky130_fd_sc_hd__ha_1 320, sky130_fd_sc_hd__nand3_1 110, sky130_fd_sc_hd__or4_1 530, sky130_fd_sc_hd__o221ai_2 170, sky130_fd_sc_hd__buf_4 320
sky130_fd_sc_hd__nor3_1 90
-- worst max path at each step --
stage	from	to	slack, ps	depth (start not counted)
finish	score4[2]	counter[2]$_SDFFCE_PP0N_	4230	25
global route	score4[2]	counter[4]$_SDFFCE_PP0N_	3760	25
CTS	score4[2]	counter[2]$_SDFFCE_PP0N_	4220	25
-- metal layers --
layer / global-route usage / vias up / wire [um]
met3: 0.01311 / 13 / 192
met2: 0.1788 / 40 / 3388
met1: 0.1736 / 1445 / 3934
met4: 0.01719 / 0 / 125
met5: 0 / - / 0
li1: - / 1674 / -
-- cells in the final DEF, fill, tap and decap left out, types with 3 or more instances in the layout --
| cell type | count |
|---|---|
| sky130_fd_sc_hd__ha_1 | 75 |
| sky130_fd_sc_hd__inv_1 | 46 |
| sky130_fd_sc_hd__nor3_1 | 38 |
| sky130_fd_sc_hd__edfxtp_1 | 33 |
| sky130_fd_sc_hd__a21oi_1 | 29 |
| sky130_fd_sc_hd__nor2_1 | 25 |
| sky130_fd_sc_hd__nand2_1 | 21 |
| sky130_fd_sc_hd__xor2_1 | 20 |
| sky130_fd_sc_hd__clkdlybuf4s50_1 | 19 |
| sky130_fd_sc_hd__nand3_1 | 18 |
| sky130_fd_sc_hd__fa_1 | 17 |
| sky130_fd_sc_hd__xnor2_1 | 16 |
| sky130_fd_sc_hd__o21ai_0 | 11 |
| sky130_fd_sc_hd__nor2b_1 | 10 |
| sky130_fd_sc_hd__a21o_1 | 9 |
| sky130_fd_sc_hd__or3_1 | 8 |
| sky130_fd_sc_hd__conb_1 | 6 |
| sky130_fd_sc_hd__a31oi_1 | 5 |
| sky130_fd_sc_hd__clkbuf_16 | 5 |
| sky130_fd_sc_hd__and4_1 | 4 |
| sky130_fd_sc_hd__o21a_1 | 4 |
| sky130_fd_sc_hd__or4_1 | 4 |
| sky130_fd_sc_hd__nor4_1 | 4 |
| sky130_fd_sc_hd__and2_1 | 4 |
| sky130_fd_sc_hd__o21bai_1 | 4 |
| sky130_fd_sc_hd__and3_1 | 4 |
| sky130_fd_sc_hd__nand4_1 | 3 |
| sky130_fd_sc_hd__nand2b_1 | 3 |
| sky130_fd_sc_hd__o211ai_1 | 3 |
| sky130_fd_sc_hd__buf_4 | 3 |
-- sequential cells by signal (all words and copies together), names as in the netlist --
signal and cells:
counter 32, game_clk 1
-- through the flow --
stage | cells | hold slack [ps] | power [mW] | utilization | instance area, um^2
2_1_floorplan | 458 | 598.0 | 0.4021 | - | 4165
4_1_cts | 654 | 640.4 | 0.5737 | 0.3524 | 4703
6_report | 654 | 633.3 | 0.5693 | 0.3524 | 4703
5_1_grt | 654 | 679.2 | 0.6286 | 0.3524 | 4703
3_3_place_gp | 646 | 625.6 | 0.4707 | 0.3421 | 4566
3_5_place_dp | 646 | 634.0 | 0.4724 | 0.3421 | 4566
Power is estimated from default activity; no workload was simulated.
