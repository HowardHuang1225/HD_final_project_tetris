[design/flow/config.mk]
export PLATFORM = sky130hd
export DESIGN_NAME = vga_display
export DESIGN_NICKNAME = vga_display
export VERILOG_FILES = /design/flow/design.v
export SDC_FILE = /design/flow/constraint.sdc
export NUM_CORES = 4
export LEC_CHECK = 1
export CORE_UTILIZATION = 50
[design/flow/constraint.sdc]
current_design vga_display

set clk_period 25.8
set clk_io_pct 0.2

create_clock -name clk0 -period $clk_period [get_ports {clk}]

set non_clock_inputs [all_inputs -no_clocks]
set_input_delay [expr $clk_period * $clk_io_pct] -clock clk0 $non_clock_inputs
set_output_delay [expr $clk_period * $clk_io_pct] -clock clk0 [all_outputs]
[design/flow/design.v]
module vga_display(
    input wire                                   clk,
    input wire [3-1:0]             cur_piece,
    input wire [8-1:0]               cur_blk_1,
    input wire [8-1:0]               cur_blk_2,
    input wire [8-1:0]               cur_blk_3,
    input wire [8-1:0]               cur_blk_4,
    input wire [(10*22)-1:0] fallen_pieces,
    output reg [11:0]                            rgb,
    output wire                                  hsync,
    output wire                                  vsync,
    input wire                                   sw_inferno,
    input wire pause,
    input wire rst
    );
    reg game_clk;
    reg [31:0] counter;
    always @ (posedge clk) begin
        if (!pause) begin
            if (rst) begin
                counter <= 0;
                game_clk <= 0;
            end else begin
                if (counter >= 50000000) begin  
                    counter <= 0;
                    game_clk <= 0;
                end
                else if (counter >= 25000000) begin  
                    counter <= (counter + 1);
                    game_clk <= 1;
                end 
                else begin
                    counter <= (counter + 1);
                    game_clk <= 0;
                end
            end
        end
    end
    reg [9:0] counter_x = 0;
    reg [9:0] counter_y = 0;
    assign hsync = ~(counter_x >= (640 + 16) &&
                     counter_x < (640 + 16 + 96));
    assign vsync = ~(counter_y >= (480 + 10) &&
                     counter_y < (480 + 10 + 2));
    wire [9:0] cur_blk_index = ((counter_x-(((640 - (10 * 20)) / 2) - 1))/20) + (((counter_y-(((480 - (22 * 20)) / 2) - 1))/20)*10);
    reg [2:0] cur_vid_mem;
    always @ (*) begin
        if (counter_x >= (((640 - (10 * 20)) / 2) - 1) && counter_y >= (((480 - (22 * 20)) / 2) - 1) && counter_x <= (((640 - (10 * 20)) / 2) - 1) + (10 * 20) && counter_y <= (((480 - (22 * 20)) / 2) - 1) + (22 * 20)) begin
            if (counter_x == (((640 - (10 * 20)) / 2) - 1) || counter_x == (((640 - (10 * 20)) / 2) - 1) + (10 * 20) || counter_y == (((480 - (22 * 20)) / 2) - 1) || counter_y == (((480 - (22 * 20)) / 2) - 1) + (22 * 20)) begin
                case (cur_piece)
                    3'b000: rgb = 12'h888;
                    3'b001: rgb = 12'h0FF;
                    3'b010: rgb = 12'hFF0;
                    3'b011: rgb = 12'hF0F;
                    3'b100: rgb = 12'h080;
                    3'b101: rgb = 12'hF00;
                    3'b110: rgb = 12'h00F;
                    3'b111: rgb = 12'hFA0;
                endcase
            end else begin
                if (cur_blk_index == cur_blk_1 ||
                    cur_blk_index == cur_blk_2 ||
                    cur_blk_index == cur_blk_3 ||
                    cur_blk_index == cur_blk_4) begin
                    case (cur_piece)
                        3'b000: rgb = 12'h888;
                        3'b001: rgb = (sw_inferno && game_clk) ?12'h000:12'h0FF;
                        3'b010: rgb = (sw_inferno && game_clk) ?12'h000:12'hFF0;
                        3'b011: rgb = (sw_inferno && game_clk) ?12'h000:12'hF0F;
                        3'b100: rgb = (sw_inferno && game_clk) ?12'h000:12'h080;
                        3'b101: rgb = (sw_inferno && game_clk) ?12'h000:12'hF00;
                        3'b110: rgb = (sw_inferno && game_clk) ?12'h000:12'h00F;
                        3'b111: rgb = (sw_inferno && game_clk) ?12'h000:12'hFA0;
                    endcase
                end else begin
                    rgb = fallen_pieces[cur_blk_index] ?  sw_inferno ?12'hFFC:12'hFFF : sw_inferno ? 12'h000 : 12'h888;
                end
            end
        end else begin
            rgb = 12'h000;
        end
    end
   always @ (posedge clk) begin
       if (counter_x >= 640 + 16 + 96 + 48) begin
           counter_x <= 0;
           if (counter_y >= 480 + 10 + 2 + 33) begin
               counter_y <= 0;
           end else begin
               counter_y <= counter_y + 1;
           end
       end else begin
           counter_x <= counter_x + 1;
       end
   end
endmodule
[design/flow/run.sh]
#!/bin/bash
# OpenROAD 26Q1-2900-gdf79404cd8, Yosys 0.63+post, stock flow scripts
make -C /OpenROAD-flow-scripts/flow DESIGN_CONFIG=/design/flow/config.mk WORK_HOME=/design/flow/orfs finish
==> results.py <==
# Auto-generated metrics
metrics = {
    "worst_setup_path": {
        "cp_slowest_cell": "xor2_1",
        "crit_top_cell": "ha_1",
        "required_ns": 20.64,
        "startpoint": "counter_y[0]",
        "slowest_delay_ns": 0.63,
        "rr_startpoint": "counter[2]",
        "cp-start-kind": "flip-flop",
        "crit_fanout": 9,
        "path_class": "reg2out",
        "crit_path_end_kind": "output pin",
        "crit_arrival_ns": 9.65,
    },
    "logic_synthesis": {
        "synth_flops": 53,
        "yosys.area.top_type": "edfxtp_1",
        "yosys-stat-area_mm2": 0.008292,
        "yosys_warnings": 1,
        "syn_inst": 1033,
        "synth.top_cell.area_share_pct": 15.57,
        "yosys-top-cells-area": "edfxtp_1, ha_1, xnor2_1, nand2_1, xor2_1",
        "synth.avg_cell_area_um2": 8.027,
        "postSynthSeqShare_pct": 17.99,
        "netlist_area_mm2": 0.008292,
        "synth.distinct_cells": 102,
        "flop_cell": "edfxtp_1",
        "edf_count": 43,
        "postSynth.asyncResetShare_pct": 0,
        "ys_cells": 1033,
    },
    "cts": {
        "clkLatencyLatePin_ns": 0.29,
        "cts_sinks": 53,
        "clkTransAtPathRegs_ns": 0.07,
        "max-clock-path-buffers": 2,
        "cts.repair.resized": 0,
        "cts.hold.buffers_added": 0,
        "cts_tree": "done",
        "root_buffer": "clkbuf_16",
        "cts_setup_buffers": 0,
        "cts_buffers": 5,
        "cts_max_level": 2,
    },
    "floorplan": {
        "die_x_um": 130.8,
        "ios": 273,
        "dieArea_mm2": 0.01710,
        "fp-utilization_pct": 51.64,
        "core-area_mm2": 0.01606,
        "num_rows": 46,
        "die_h_um": 130.8,
    },
    "final_timing": {
        "maxSlewViolCount": 0,
        "fin_crit_ns": 14.81,
        "hold_viol_final": 0,
        "clock_skew_ns": 0.003742,
        "setup_viol": 0,
        "fin_ws_ns": 10.99,
        "slew_headroom_pct": 42.27,
        "tns_ns": 0,
        "rsz0062_at_grt": "no",
        "tightest_slew_ns": 0.8581,
        "finalCritPeriodShare_pct": 57.41,
        "fmax_mhz": 67.52,
    },
    "global_routing": {
        "grt_use_total_pct": 34.06,
        "gr-total-overflow": 0,
        "first_global_vias": 8055,
        "antenna_found_initial": 2,
        "grt_max_degree": 36,
        "grt_pass1_wl_mm": 43.00,
    },
    "placed_design": {
        "dp_hpwl_mm": 23.47,
        "placed_area_mm2": 0.01116,
        "post-place-ws_ns": 11.39,
        "routabilityCongestion": 1.037,
        "port_buffers": 272,
    },
    "power_and_ir_drop": {
        "vdd_drop_max_uv": 25.79,
        "power_leakage_uw": 0.004223,
        "p_per_area_mw_per_mm2": 20.00,
    },
    "routing": {
        "ant_nets": 0,
        "routed_wl_mm": 29.15,
        "wl_per_cell_um": 19.51,
        "avgViaCountPerCell": 5.972,
        "first_iter_violations": 733,
        "num_vias": 8922,
        "dr.pass1.iters": 5,
        "drt_drc_violations_left": 0,
    },
    "run": {
        "cap_viol_max_count": 0,
        "warnings": 41,
    },
    "run_status": {
        "status": "finished, final reports clean",
    },
    "final_layout": {
        "layout-drive-gt1-share_pct": 8.229,
        "stdcell_area_mm2": 0.01130,
        "fin_util_pct": 70.40,
        "syn2layout_area_growth_pct": 36.34,
    },
    "hold_path": {
        "holdCritPathClass": "reg2reg",
        "hold_path.startpoint": "counter_x[0]",
    },
}
## kinds of logic after synthesis
family / Yosys count / share of synthesized area, %
xor+xnor: 92 / 9.718
compound gates: 295 / 26.21
flops: 53 / 17.99
buf+inv: 90 / 5.055
fa+ha+maj: 41 / 6.277
simple gates: 387 / 22.80
mux: 73 / 11.86
other cells: 2 / 0.09057
## cell type report
cell class	instances	area [um2]
Tap cell	216	270.3
Clock inverter	2	13.76
Multi-Input combinational cell	896	6421
Inverter	27	101.3
Sequential cell	53	1491
Fill cell	1286	4753
Clock buffer	6	128.9
Timing Repair Buffer	292	2873
Antenna cell	2	5.005
## sequential cells by signal, summed over array words and instances (netlist names)
signal	flops
game_clk	1
counter_x	10
counter_y	10
counter	32
## through the flow
stage                     total power [uW]  hold slack [ns]  cells
final                                226.1           0.5287   1494
after global routing                 235.9           0.5575   1493
after CTS                            227.4           0.5290   1492
after detailed placement             162.3           0.4917   1484
after global placement               162.2           0.4830   1484
after floorplan                      115.1           0.4604   1039
## report_power, final
part           switching [uW]  internal, uW
logic                    18.9          46.1
registers                1.94          94.3
clock network            28.7          36.2
## critical path, delay by kind of cell, from the launching register on
kind                     cells  cell delay, ns
flip-flops                   1            0.51
AND-OR/OR-AND               15            3.52
adder cells (fa/ha/maj)      6            2.08
XOR/XNOR                     3            1.17
AND/OR/NAND/NOR              9            1.24
buffers and inverters        3            0.83
## synth_stat cells, types with 20 or more instances
| library cell | number |
|---|---|
| a211oi_1 | 20 |
| a21oi_1 | 48 |
| a31oi_1 | 20 |
| clkbuf_1 | 37 |
| edfxtp_1 | 43 |
| ha_1 | 36 |
| inv_1 | 27 |
| mux2_2 | 24 |
| mux2i_1 | 30 |
| nand2_1 | 105 |
| nand3_1 | 31 |
| nor2_1 | 104 |
| nor3_1 | 27 |
| o21ai_0 | 48 |
| xnor2_1 | 47 |
| xor2_1 | 45 |
## layer usage
layer | global-route usage [%] | wire length (um) | vias up
met5 | 0 | 0 | -
met4 | 6.288 | 612 | 0
met3 | 8.541 | 2911 | 40
met2 | 51.10 | 12740 | 402
met1 | 51.32 | 12890 | 4080
li1 | - | - | 4400
## path summary, 6_finish.rpt
path / end / slack [ns] / cells after the start
setup / recovery: rgb[0] / 10.99 / 36
hold / removal: counter_x[0] / 0.53 / 1
setup reg to reg: counter[24] / 23.41 / 8
hold reg to reg: counter_x[0] / 0.53 / 1
## cells in the final DEF, fill, tap and decap left out, types with 10 or more instances in the layout
| cell | synthesis | final |
|---|---|---|
| clkdlybuf4s50_1 | 0 | 272 |
| nand2_1 | 105 | 105 |
| nor2_1 | 104 | 103 |
| a21oi_1 | 48 | 48 |
| o21ai_0 | 48 | 48 |
| xnor2_1 | 47 | 46 |
| xor2_1 | 45 | 45 |
| edfxtp_1 | 43 | 43 |
| ha_1 | 36 | 36 |
| nand3_1 | 31 | 31 |
| mux2i_1 | 30 | 30 |
| inv_1 | 27 | 27 |
| nor3_1 | 27 | 27 |
| mux2_2 | 24 | 24 |
| a31oi_1 | 20 | 20 |
| a211oi_1 | 20 | 20 |
| buf_4 | 9 | 20 |
| o211ai_1 | 19 | 19 |
| nor4_1 | 19 | 19 |
| mux4_2 | 15 | 15 |
| nand2b_1 | 14 | 14 |
| nand4_1 | 14 | 14 |
| and3_1 | 13 | 13 |
| or3_1 | 13 | 13 |
| o22ai_1 | 13 | 13 |
| a22oi_1 | 13 | 13 |
| nor2b_1 | 12 | 12 |
| dfxtp_1 | 10 | 10 |
Power figures rest on the tool's default switching activity, not on a simulated workload.
